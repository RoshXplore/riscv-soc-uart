==> flow/run.sh <==
#!/bin/bash
# OpenROAD 26Q1-2900-gdf79404cd8, Yosys 0.63+post, stock flow scripts
make -C /OpenROAD-flow-scripts/flow DESIGN_CONFIG=/design/flow/config.mk WORK_HOME=/design/flow/orfs finish
==> flow/constraint.sdc <==
current_design instruction_fetch_unit

set clk_period 7.5
set clk_io_pct 0.2

create_clock -name clk0 -period $clk_period [get_ports {clk}]

set non_clock_inputs [all_inputs -no_clocks]
set_input_delay [expr $clk_period * $clk_io_pct] -clock clk0 $non_clock_inputs
set_output_delay [expr $clk_period * $clk_io_pct] -clock clk0 [all_outputs]
==> flow/design.v <==
`timescale 1ns / 1ps
module instruction_fetch_unit(
    input         clk,
    input         reset,
    input  [31:0] next_pc,
    input         pc_enable,
    output reg [31:0] pc,
    output reg [31:0] pc_plus4
);
always @(posedge clk) begin
    if (reset) begin
        pc <= 32'd0;
        pc_plus4 <= 32'd4;
    end else if (pc_enable) begin
        pc <= next_pc;
        pc_plus4 <= next_pc + 4;
    end
end
endmodule
==> flow/config.mk <==
export PLATFORM = sky130hd
export DESIGN_NAME = instruction_fetch_unit
export DESIGN_NICKNAME = instruction_fetch_unit
export VERILOG_FILES = /design/flow/design.v
export SDC_FILE = /design/flow/constraint.sdc
export NUM_CORES = 4
export LEC_CHECK = 1
export CORE_UTILIZATION = 40
==> results_slide.txt <==
Synthesis and Place & Route Summary

Routing
  • Detailed Routing Iterations Pass 1: 4
  • Total Wirelength: 7537 um
  • DR vias: 2701
  • Remaining antenna violation count after routing: 0
  • WL per Instance: between 10 and 15 um
  • Via density per instance: 5.245
  • Number of antenna cells inserted: 0
  • Drt initial violations: ~120
  • Number of remaining DRC errors: 0

Synthesis
  • Dominant cells by area after synthesis: dfxtp_1 44%, mux2i_1 9.2%, nor2_1 6.9%
  • Total cells reported by yosys after synthesis: around 330
  • Count of library flops with an enable pin: 0
  • Post-Synthesis Cells: 331
  • Fraction of synthesis flops using an asynchronous set or reset pin: 0%
  • Distinct lib cells: 42
  • Yosys top cell by instances: dfxtp_1
  • Proportion of synthesized chip area in sequential cells: 43.82%
  • Largest area contributor in the synthesized netlist: dfxtp_1
  • Dominant Register Cell: dfxtp_1
  • Chip area in the Yosys report: 2833 um2
  • Synth Area per Inst: about 8.6 um2
  • Count of synthesis-stage warnings from yosys: 1
  • Most used standard cells in the synthesized netlist: 62 x dfxtp_1, 52 x nor2_1, 29 x nand2_1
  • Flip-flop and latch count after synthesis: 62
  • Netlist area before placement: about 2800 um2
  • Fraction of synthesized cell area taken by the top area cell type: 43.82%

Final layout
  • Layout overhead on the synthesized area: 41.39%
  • Layout cells sized above 1: 5.489%

Setup path
  • Reg-to-reg slack, setup: 6.64 ns
  • Type of the worst setup path: in2reg
  • Required @ worst endpoint: ~7.7 ns
  • Critical-path top delay cell: clkdlybuf4s50_1
  • Cell class contributing the biggest share of worst-path delay: buffers and inverters
  • Worst r2r src: pc_plus4[27]
  • Critical R2R Capture: pc_plus4[27]
  • Worst path bufs/invs: 2
  • Worst-path fanout max: 7
  • CP endpoint kind: flip-flop
  • Logic depth of the worst register-to-register path: 2
  • Worst endpoint data arrival time: 3.78 ns
  • Sequence of cells on the critical path: clkdlybuf4s50_1 -> ha_1 -> nand4_2 -> nor4_1 -> buf_4 -> mux2_2 -> a311o_1
  • Crit path largest cell delay: slightly above 0.6 ns
  • Sort of element at the start of the critical path: primary input

Final timing
  • Transition time at the pin with the least slew margin: approximately 0.78 ns
  • Achievable clock frequency: roughly 280 MHz
  • Hold Slack: 0.4621 ns
  • Layout Skew: 0 ns
  • Final number of max-transition violations: 0
  • Share of the clock period used by the worst path after layout: a little under half
  • Number of failing hold endpoints at the final stage: 0
  • Setup TNS after final layout: 0 ns
  • Final-report setup violation count: 0
  • Time the worst path needs with I/O delays and setup: 3.569 ns
  • Tightest slew margin relative to the limit: 47.95%
  • Unrepaired setup endpoints after global routing: no

Global route
  • Global-route wire length before repair: between 10000 and 15000 um
  • GRT Total Usage: about a fifth
  • GRT busiest layer: met1
  • Pin count of the biggest net entering global routing: 68
  • Via count of the first global-routing pass: 2416
  • Met2 Use GR: 29.65%
  • Gr ovfl total: 0
  • Number of antenna violations at the first check in global routing: 0
  • Global routing met3 resource utilization: 3.613%
  • Met1 Usage GRT: 35.20%

Place
  • Placer's final routability congestion estimate: 0.8631
  • Half-perimeter wire length of the detailed placement result: 5185 um
  • Tally of buffers added on design ports: between 90 and 100

Outcome
  • Run status: finished clean

CTS
  • Total CTS buffers: 9
  • PostCTS Resize Cnt: 0
  • Insertion delay to the later sink of the worst-skew pair: 0.32 ns
  • Maximum clock insertion buffer count: 2
  • Clock tree from TritonCTS: done
  • Count of hold-fix buffers inserted at cts: 0
  • Clk pin slew, worst setup/hold paths: about 0.06 ns
  • Maximum level of the CTS H-tree: 3
  • Clock net sink count: 62
  • Cell at the root of the clock tree: clkbuf_8
  • Setup Fix Bufs, Post-CTS: 0

Run
  • Max-cap violation count: 0
  • Number of warnings the tools reported: 26

Power
  • Switching share of power: between 20% and 30%
  • Clk network pwr share: 34.9%
  • Static leakage: between 1.5 and 2 nW
  • Net Switching: about 0.00018 W
  • Fraction of power consumed by sequential logic: ~48%
  • P per Cell Area: 187.0 nW/um2
  • IR Drop Worst-Case VDD: 83.46 uV
  • Comb power frac: 16.7%
  • Internal power of the cells: 0.0005677 W

Die
  • Die area: 7423 um2
  • Number of placement rows: 30
  • Die extent in y: roughly 86 um
  • Die width: between 80 and 90 um
  • Ports placed on the boundary: 99
  • Initial core utilization: between 40% and 50%
  • Floorplan Core Area: between 6000 and 7000 um2

Min path
  • Depth of the worst hold-timing path: 2
  • Hold worst-path end: pc[22]
  • Hold Startpoint: pc[22]
  • Worst hold path class: reg2reg
-- worst register-to-register path, delay by kind of cell (launching register included) --
family	cells	cell delay [ns]
AND/OR/NAND/NOR	1	0.05
flip-flops	1	0.34
AND-OR/OR-AND	1	0.37
-- cells in the final DEF, fill, tap and decap left out, types with 3 or more instances in the layout --
cell              n
nand2_1          29
dfxtp_1          62
mux2i_1          26
or3_1             5
inv_1            12
nor3_1           11
a311oi_1          4
o21ai_0           3
clkbuf_8         12
nor4_1           15
a211oi_1         13
a21oi_1          12
xor2_1            5
buf_4             3
nand4_1           8
nor2_1           52
nand3_1          13
o311a_1           3
clkdlybuf4s50_1  96
xnor2_1           8
-- sequential cells by signal, indices dropped and copies added (netlist names) --
signal / flops
pc: 32
pc_plus4: 30
-- layer usage --
| layer | vias up | part of all wire, % |
|---|---|---|
| met1 | 1250 | 49 |
| met3 | 8 | 6.1 |
| met4 | 0 | 1.0 |
| li1 | 1354 | - |
| met5 | - | 0 |
| met2 | 89 | 44 |
-- how the worst max path moves through the flow --
stage | from | end | slack, ns | cells past startpoint
4_1_cts | next_pc[2] | pc_plus4[20] | 3.97 | 7
5_1_grt | next_pc[2] | pc_plus4[20] | 3.80 | 7
6_report | next_pc[2] | pc_plus4[20] | 3.93 | 7
-- per-stage QoR --
step,utilization (%),power (W),setup slack (ns),std cells,cell area (um2)
4_1_cts,58.63,0.0007591,3.971,515,4005
6_report,58.63,0.0007491,3.931,515,4005
3_3_place_gp,56.08,0.0004943,3.673,501,3831
3_5_place_dp,56.08,0.0004947,3.627,501,3831
5_1_grt,58.63,0.0007885,3.803,515,4005
2_1_floorplan,-,0.0004175,4.128,331,2833
-- cells by family after synthesis --
family	Yosys count	synth area share [%]
AOI/OAI and AO/OA	46	11.97
xor gates and xnor gates	13	4.019
adders and majority gates	1	0.4416
buffers and inverters	39	5.653
DFF	62	43.82
muxes	27	9.585
and+or+nand+nor	143	24.51
-- power by group through the flow --
stage     clock network (W)  registers [W]  logic (W)
5_1_grt            0.000285       0.000364   0.000139
4_1_cts            0.000271       0.000362   0.000126
6_report           0.000262       0.000362   0.000125
-- layout make-up --
cell class                 instances  area, um2
timing repair buffer             101      993.5
clock buffer                      13      168.9
multi-input combinational        230       1431
tap                               96      120.1
sequential                        62       1241
clock inverter                     1      5.005
fill                             626       2826
inverter                          12      45.04
Power figures rest on the tool's default switching activity, not on a simulated workload.
